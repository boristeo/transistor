## config.mk

```make
export PLATFORM = sky130hd
export DESIGN_NAME = decode
export DESIGN_NICKNAME = decode
export VERILOG_FILES = /design/flow/design.v
export SDC_FILE = /design/flow/constraint.sdc
export NUM_CORES = 4
export LEC_CHECK = 1
export CORE_AREA = 10 10 78 78
export DIE_AREA = 0 0 88 88
```

## constraint.sdc

```tcl
current_design decode

set clk_period 1.0
set clk_io_pct 0.2

create_clock -name clk0 -period $clk_period [get_ports {clk}]

set non_clock_inputs [all_inputs -no_clocks]
set_input_delay [expr $clk_period * $clk_io_pct] -clock clk0 $non_clock_inputs
set_output_delay [expr $clk_period * $clk_io_pct] -clock clk0 [all_outputs]
```

## design.v

```verilog
module decode (
  input wire clk,
  input wire enable,
  input wire [31:0] word,
  output reg [16:0] op,
  output reg [63:0] arg1,
  output reg [63:0] arg2
);
  always @(posedge clk) begin
    if (enable) begin
      op[6:0] = word[6:0];
      op[9:7] = word[14:12];
      op[16:10] = word[31:25];
    end
  end
endmodule
```

## run.sh

```bash
#!/bin/bash
# OpenROAD 26Q1-2900-gdf79404cd8, Yosys 0.63+post, stock flow scripts
make -C /OpenROAD-flow-scripts/flow DESIGN_CONFIG=/design/flow/config.mk WORK_HOME=/design/flow/orfs finish
```

==> results.py <==
# Synthesis and PnR figures
metrics = {
    "status": {
        "status": "complete, no violations",
    },
    "synthesis": {
        "ys_seq_elements": 17,
        "yosysMostFrequentCell": "buf_4",
        "synth-main-ff-cell": "edfxtp_1",
        "synthCells": 146,
        "synth_cell_types": 3,
        "synth_seq_share_pct": 34.61,
        "largest_area_cell": "buf_4",
        "yosysWarnings": 129,
        "ys_async_sr_fraction_pct": 0,
        "syn_area_per_cell_sq_um": 10.10,
        "top_cell_area_share_pct": 65.14,
        "synth.cells.most_frequent": "128 x buf_4, 17 x edfxtp_1, 1 x conb_1",
        "yosysCellCount": 146,
        "synth_area_sq_mm": 0.001475,
        "synth.area.top_cells": "buf_4 65%, edfxtp_1 35%, conb_1 0.25%",
        "edf_count": 17,
        "ys_area_sq_mm": 0.001475,
    },
    "setup_path": {
        "crit_chain": "clkdlybuf4s15_1",
        "path_class": "reg2out",
        "cp_max_fo": 1,
        "start_kind": "flop",
        "required_ns": 0.80,
        "path_buffers": 1,
        "cp-end-kind": "output port",
        "critPathMaxStageDelay_ns": 0.35,
        "cpLargestDelayFamily": "flip-flops",
        "worstPathArrival_ns": 0.77,
        "critPathSlowestCell": "edfxtp_1",
    },
    "grt": {
        "globalRouteOverflowTotal": 0,
        "grt_max_degree": 18,
        "grt_pass1_wl_um": 3650,
        "grt.total_usage_pct": 5.784,
        "grt_pass1_vias": 735,
        "antenna_found_initial": 0,
    },
    "detailed_routing": {
        "antenna-diode-count": 0,
        "drt-initial-drc-count": 18,
        "wl_per_cell_um": 12.53,
        "ant_nets": 0,
        "vias": 634,
        "wirelength_um": 2969,
        "via_per_inst": 2.675,
        "drcViolationCount": 0,
        "first_pass_iters": 4,
    },
    "placement": {
        "dp_cells": 233,
        "gp_routability_congestion": 0.7058,
        "dp_hpwl_um": 2745,
        "io_buffers": 35,
    },
    "final_timing": {
        "fin_setup_tns_ns": 0,
        "period_used_pct": 97.05,
        "final_max_slew_viol_count": 0,
        "hold_viol_final": 0,
        "rsz0062_at_grt": "no",
        "fin_crit_ns": 0.9705,
        "clock.fmax_ghz": 1.030,
        "setup_viol": 0,
    },
    "power": {
        "fin_total_pwr_mw": 1.505,
        "p_per_area_mw_per_mm2": 1081,
        "p_leak_nw": 0.7559,
        "peakVddDrop_v": 0.0003131,
    },
    "die": {
        "boundaryPins": 179,
        "core_area_sq_mm": 0.004414,
        "placementRows": 24,
        "die_height_um": 88,
        "initCoreUtil_pct": 33.42,
        "die_width_um": 88,
        "chipArea_sq_mm": 0.007744,
    },
    "final_layout": {
        "drive_gt1_share_pct": 11.35,
        "fin_util_pct": 31.55,
        "fin_cells": 237,
        "largest_register_ff_count": 17,
        "syn2layout_area_growth_pct": -5.598,
    },
    "flow_run": {
        "max_cap_violations": 0,
        "warnings": 40,
    },
    "cts": {
        "cts.sinks": 17,
        "cts_tree": "built",
        "hold_buffers": 0,
        "htreeDepth": 1,
        "numCtsBuffers": 3,
        "cts-root-buf": "clkbuf_8",
        "worst_setup_hold_path_clk_slew_ns": 0.06,
        "clk_path_buf_depth": 2,
    },
    "worst_hold_path": {
        "hold_class": "in2reg",
        "holdPathStages": 1,
        "min_from": "word[5]",
        "holdPathEnd": "op[5]",
    },
}
power breakdown:
part | internal [mW] | switching [mW] | leakage, nW
sequential | 0.846 | 0.0111 | 0.166
clock | 0.275 | 0.205 | 0.0255
combinational | 0.102 | 0.0654 | 0.564
logic make-up (layout without fill, tap and decap cells):
logic type | count (synthesis) | in the layout | share of synthesized area (%)
DFF | 17 | 17 | 34.61
buffers and inverters | 128 | 40 | 65.14
other | 1 | 128 | 0.2542
final cells by class:
class                   count  area [sq um]
multi-input cells         128         480.5
well taps                  52         65.06
repair buffers             36         290.3
clock buffers               3         41.29
clock inverters             1         5.005
fillers                   465          3022
flip-flops and latches     17         510.5
layout by cell type (no fill, tap or decap):
| cell | instances |
|---|---|
| buf_12 | 1 |
| buf_2 | 7 |
| clkdlybuf4s15_1 | 1 |
| conb_1 | 128 |
| clkinv_2 | 1 |
| clkdlybuf4s50_1 | 18 |
| clkbuf_2 | 9 |
| edfxtp_1 | 17 |
| clkbuf_8 | 3 |
worst max-delay path by stage:
stage | startpoint | end | slack (ns) | depth (start not counted)
CTS | op[16] | op[16] | 0.004 | 1
global route | op[15] | op[15] | 0.002 | 1
finish | op[15] | op[15] | 0.03 | 1
timing repair:
item / CTS / global route
endpoints found under the setup margin: 17 / 9
gates resized: 41 / 9
gates cloned: 0 / 0
setup buffers: 0 / 0
layer usage:
layer,up-vias,track usage (%),wire length (um),part of all wire [%]
met1,268,6.675,1145,39
met3,2,2.245,379,13
li1,275,-,-,-
met4,0,1.159,40,1.3
met5,-,0,0,0
met2,89,9.987,1404,47
through the flow:
step	hold slack, ns	worst slack [ns]	area, sq um
final	0.5049	0.02953	1393
after global routing	0.4940	0.001915	1393
after CTS	0.4973	0.004330	1438
after detailed placement	0.7579	-0.1843	1426
after global placement	0.7549	-0.1693	1426
after floorplan	0.2989	0.5013	1952
Power and IR drop assume default switching activity.
