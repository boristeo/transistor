### /design/flow/design.v
module byte_ser(
  input wire reset,
  input wire clk,
  input wire [255:0] din,
  input wire [3:0] din_bytecount,
  input wire shift_begin,
  input wire shift_enable,
  output reg [7:0] out,
  output reg out_rdy
  );
  reg [4:0] state = 0;
  reg [255:0] data = 0;
  always @(posedge clk) begin
    if (reset) begin
      state = 0;
      out_rdy = 0;
    end
    else if (state == 0 && shift_begin) begin
      state = din_bytecount + 1;
      data = din;
    end
    else if (state != 0 && shift_enable) begin
      out <= data[7:0];
      data <= data >> 8;
      state <= state - 1;
      out_rdy <= 1;
    end
    else begin
      out_rdy = 0;
    end
  end
endmodule
### /design/flow/run.sh
#!/bin/bash
# OpenROAD 26Q1-2900-gdf79404cd8, Yosys 0.63+post, stock flow scripts
make -C /OpenROAD-flow-scripts/flow DESIGN_CONFIG=/design/flow/config.mk WORK_HOME=/design/flow/orfs finish
### /design/flow/config.mk
export PLATFORM = sky130hd
export DESIGN_NAME = byte_ser
export DESIGN_NICKNAME = byte_ser
export VERILOG_FILES = /design/flow/design.v
export SDC_FILE = /design/flow/constraint.sdc
export NUM_CORES = 4
export LEC_CHECK = 1
export CORE_UTILIZATION = 30
### /design/flow/constraint.sdc
current_design byte_ser

set clk_period 43.8
set clk_io_pct 0.2

create_clock -name clk0 -period $clk_period [get_ports {clk}]

set non_clock_inputs [all_inputs -no_clocks]
set_input_delay [expr $clk_period * $clk_io_pct] -clock clk0 $non_clock_inputs
set_output_delay [expr $clk_period * $clk_io_pct] -clock clk0 [all_outputs]
==> flow_metrics.tcl <==
# yosys + openroad results
set metrics [dict create \
    arrival_ns 12.30 \
    required_ns 43.97 \
    hold_class "flop to flop" \
    vias 8100 \
    via_per_inst 4.243 \
    drt_iter0_drc 455 \
    r2r_setup_slack_ns 39.51 \
    rows 71 \
    drc_errors 0 \
    cts.path.max_buffers 3 \
    clock_latency_ns 0.54 \
    grt_pass1_vias 7822 \
    top_cells_by_area "edfxtp_1, nand2_1, buf_2" \
    reg2reg_from "state[0]" \
    finalSetupViolCount 0 \
    drive_gt1_share_pct 4.006 \
    slew_violations 0 \
    diodes 0 \
    ys_cells 1117 \
    status "completed" \
    place_congestion 0.8341 \
    crit_fanout 55 \
    hold_ws_ns 0.4175 \
    crit_start "shift_begin" \
    drt-total-wl_um 26570 \
    yosys.area.top_type "edfxtp_1" \
    die_w_um 196.9 \
    fin_crit_ns 12.13 \
    setup.worst_path.start_class "input port" \
    overflow 0 \
    hold_viol 0 \
    dp_hpwl_um 17700 \
    max_slew_margin_pct 45.18 \
    ys_types 27 \
    antenna_found_initial 2 \
    cts_sinks 270 \
    initCoreUtil_pct 30.41 \
    wl_per_cell_um 13.92 \
    die_y_um 196.9 \
    fillers 3531 \
    drv_cap 0 \
    final_antenna_net_count 0 \
    core_um2 37490 \
    synthesis.area_um2 11400 \
    tightestPinTransition_ns 0.8223 \
    ioPinCount 273 \
    clk_pin_slew_ns 0.06 \
    area_delta_synth_final_pct 36.17 \
    synth.top_cell.area_share_pct 69.53 \
    worstHoldStart "data[4]" \
    cts_hold_buf 0 \
    rsz0062_at_grt "no" \
    post-cts-setup-buffer-count 0 \
    fmax_mhz 82.47 \
    cts_root_buffer "clkbuf_16" \
    path_class "input port to flop" \
    grtUsageTotal_pct 14.16 \
    p_leak_nw 6.384 \
    cts_made_buffers 30 \
    yosys_warnings 1 \
    end_kind "flop" \
    setup_tns_ns 0 \
    firstDrtPassIters 5 \
    p_per_area_nw_per_um2 64.44 \
    yosys_area_um2 11400 \
    synth-seq-area-share_pct 70.59 \
    htreeDepth 1 \
    warnings 25 \
    grt_pass1_wl_um 40680 \
    ir_drop_mv 0.04586 \
    port_buffers 272 \
    cts_resized 0 \
    finalClockPeriodUsage_pct 27.68 \
    dieArea_um2 38790 \
    numSynthFlops 270 \
    clock_skew_ns 0.006660 \
    syn-mean-instance-area_um2 10.21 \
    grt_start_max_net_pins 85 \
    syn_inst 1117 \
    cts_tree "built" \
]
-- where the power goes --
| part | switching (mW) | internal [mW] |
|---|---|---|
| clock | 0.0974 | 0.141 |
| combinational | 0.204 | 0.100 |
| sequential | 0.0228 | 0.435 |
| total | 0.324 | 0.676 |
-- flip-flops by register name (all words and copies together), names as in the netlist --
| register | cells |
|---|---|
| data | 256 |
| out | 8 |
| out_rdy | 1 |
| state | 5 |
-- final timing paths --
check / depth (start not counted) / endpoint
worst min-delay path: 0 / out[4]
worst max register to register: 9 / data[80]
worst max-delay path: 6 / data[80]
worst min register to register: 0 / out[4]
-- final cells by class --
class	count	area, µm²	area share [%]
clock buffer	41	813.3	5.239
clock inverter	14	118.9	0.7656
inverter	2	7.507	0.04836
multi-input combinational	787	3085	19.87
sequential	270	8048	51.84
tap	511	639.4	4.118
timing repair buffer	284	2813	18.12
-- through the flow --
step	utilization, %	area (µm²)	setup WS (ns)	cells	power [mW]
5_1_grt	41.41	15520	31.42	1909	1.075
2_1_floorplan	-	11400	21.38	1117	0.7204
4_1_cts	41.41	15520	31.65	1909	1.018
3_5_place_dp	38.93	14590	31.07	1854	0.7757
6_report	41.41	15520	31.67	1909	1.000
3_3_place_gp	38.93	14590	31.14	1854	0.7735
-- synth_stat cells --
cell type / instances
or4b_2: 1
buf_4: 3
inv_1: 2
nor4_1: 1
nand3_1: 3
nand2_1: 748
ha_1: 2
clkbuf_1: 12
dfxtp_1: 6
o21ai_0: 1
nand2b_1: 1
and2_1: 1
o31ai_1: 1
a221oi_1: 1
buf_2: 42
nand4_1: 1
nor2_1: 3
a2bb2oi_1: 1
xnor2_1: 1
a21oi_1: 7
nor3_1: 2
buf_1: 1
and3_1: 8
edfxtp_1: 264
xor2_1: 1
nor4b_2: 1
nor2b_1: 2
-- cells in the final DEF (no fill, tap or decap), types with 2 or more instances in the layout --
cell type and count:
nand3_1 3, inv_1 2, nor2_1 3, clkbuf_16 31
clkdlybuf4s50_1 272, clkbuf_1 10, nor2b_1 2, nand2_1 747
a21oi_1 6, buf_4 12, bufinv_16 2, clkinv_1 6
edfxtp_1 264, clkinv_2 4, dfxtp_1 6, nor3_1 2
ha_1 2, and3_1 8
-- metal layers --
metal	vias to the layer above	wire length (µm)	GRT usage [%]	part of all wire (%)
met5	-	29	0	0.11
met4	4	623	2.728	2.3
met3	43	2240	4.295	8.4
met2	260	12330	21.42	46
met1	3650	11340	21.52	43
li1	4143	-	-	-
-- logic make-up after synthesis --
group,share of synthesized area (%)
buffers and inverters,2.535
AND/OR/NAND/NOR,25.93
flip-flops,70.59
XOR/XNOR,0.1537
AND-OR/OR-AND,0.5707
adder cells (fa/ha/maj),0.2195
-- worst max-delay path: stages --
cell and delay [ns]:
clkdlybuf4s50_1 0.63, nand2_4 0.21, a21oi_4 0.68, buf_4 0.69
buf_4 0.62, buf_4 0.59
Power figures rest on the tool's default switching activity, not on a simulated workload.
