## flow/design.v

```verilog
module uart (
  input wire clk_uart,
  input wire [7:0] tx_d,
  input wire tx_en,
  output wire tx_rdy,
  output reg tx = 1,
  output reg [7:0] rx_d = 0,
  output reg rx_rdy = 0,
  input wire rx
);
  reg [3:0] tx_bit = 0;
  assign tx_rdy = tx_bit == 0;
  always @ (posedge clk_uart)
  begin
    if (tx_bit == 0)
    begin
      tx <= 1;
      if (tx_en)
        tx_bit = 1;
    end
    else if (tx_bit == 1)
    begin
      tx <= 0;
      tx_bit <= 2;
    end
    else if (tx_bit == 10)
    begin
      tx <= 1;
      tx_bit <= 0;
    end
    else
    begin
      tx <= tx_d[tx_bit - 2];
      tx_bit <= tx_bit + 1;
    end
  end
  reg [3:0] rx_bit = 0;
  always @ (posedge clk_uart)
  begin
    if (rx_bit == 0)
    begin
      rx_rdy = 0;
      if (~rx)
        rx_bit = 1;
    end
    else if (rx_bit == 9)
    begin
      rx_bit <= 0;
      rx_rdy <= 1;
    end
    else
    begin
      rx_d[rx_bit - 1] <= rx;
      rx_bit <= rx_bit + 1;
    end
  end
endmodule
```

## flow/run.sh

```bash
#!/bin/bash
# OpenROAD 26Q1-2900-gdf79404cd8, Yosys 0.63+post, stock flow scripts
make -C /OpenROAD-flow-scripts/flow DESIGN_CONFIG=/design/flow/config.mk WORK_HOME=/design/flow/orfs finish
```

## flow/constraint.sdc

```tcl
current_design uart

set clk_period 2.3
set clk_io_pct 0.2

create_clock -name clk0 -period $clk_period [get_ports {clk_uart}]

set non_clock_inputs [all_inputs -no_clocks]
set_input_delay [expr $clk_period * $clk_io_pct] -clock clk0 $non_clock_inputs
set_output_delay [expr $clk_period * $clk_io_pct] -clock clk0 [all_outputs]
```

## flow/config.mk

```make
export PLATFORM = sky130hd
export DESIGN_NAME = uart
export DESIGN_NICKNAME = uart
export VERILOG_FILES = /design/flow/design.v
export SDC_FILE = /design/flow/constraint.sdc
export NUM_CORES = 4
export LEC_CHECK = 1
export CORE_AREA = 10 10 83 83
export DIE_AREA = 0 0 93 93
```

==> impl_metrics.ini <==
; implementation run metrics
[synth]
syn_area_mm2 = 0.00143
synth_flops = 18
syn_avg_cell_area_um2 = 10.7
ys_seq_share_pct = 36.5
top_area_cell = edfxtp_1
yosys_warnings = 1
edf_count = 16
top_cells_by_area = edfxtp_1 34%, ha_1 14%, mux2_1 6.3%
synth-area-yosys_mm2 = 0.00143
ff_type = edfxtp_1
ys_cells = 133
synthCells = 133
top_area_share_pct = 33.7
synthArstFlopShare_pct = 0
synthDistinctLibCells = 46

[final_layout]
layout_top_cells = 32 x buf_4, 21 x clkdlybuf4s50_1, 16 x edfxtp_1
filler_cell_count = 494
lay_top_count = buf_4
finish.instance_area_mm2 = 0.00218
drive_above_1_share_pct = 40.0
ff_latch_area_um2 = 520
stdcell_count = 255
area_growth_pct = 53.0
comb_area_mm2 = 0.00104

[setup_path]
cp-start-kind = register
cp_top_family = simple AND/OR/NAND/NOR gates
end_kind = register
arrival_ns = 3.18
critical_path_peak_fanout = 7
r2r_slack_ns = -0.86
worstSetupEndpoint = rx_d[3]$_DFFE_PP_
rr_startpoint = rx_bit[1]$_SDFFCE_PN0P_
reg2regPathDepth = 13
critical_path.max_stage_delay_ns = 0.55
reg2reg_to = rx_d[3]$_DFFE_PP_
crit_path_start = rx_bit[1]$_SDFFCE_PN0P_
cp.depth = 13
required_ns = 2.32
cpMaxStageDelayCell = or4b_4
critical_path_class = register to register
cp.buffers_inverters = 4
worstPathCellList = inv_2 > ha_4 > a21boi_4 > xnor2_2 > buf_4 > and3_4 > inv_2 > ha_4 > or4b_4 > nor4_4 > buf_6 > nand4b_1 > mux2_4

[route]
diodes = 0
vias_per_cell = 4.70
vias = 1199
drt-initial-drc-count = 41
avgRoutedWirePerCell_um = 13.0
drt_pass1_iterations = 4
postRouteAntennaNets = 0
drc = 0
wirelength_mm = 3.33

[placed_design]
dp_cells = 242
place.gp.congestion = 0.815
pre_cts_slack_ns = -0.876
postPlaceCellArea_mm2 = 0.00190
dpl.hpwl_mm = 2.40
placement.io_buffers = 21

[grt]
gr-usage-all-layers_pct = 7.62
antenna_found_initial = 0
grt_max_degree = 14
grt_pass1_wl_mm = 5.51
grt_overflow = 0
grt_pass1_vias = 1211

[die]
initial_core_util_pct = 27.8
die_w_um = 93
die_h_um = 93
rows = 26
io_pins = 22
core_area_mm2 = 0.00514
die_area_mm2 = 0.00865

[sta]
fmax_ghz = 0.317
grt_setup_unrepaired = yes
worst_slew_pin_slew_ns = 0.455
min_period_over_period_pct = 137
hold_ws_ns = 0.523
finalWorstSetupSlack_ns = -0.856
hold_viol_final = 0
period_needed_ns = 3.16
maxSlewViolCount = 0
finClkSkew_ns = 0.00969
setup_violations = 8
max_slew_margin_pct = 69.6

[clocking]
ctsRootBufferMaster = clkbuf_8
tritoncts = yes
clock_path_buffers = 2
clock_latency_ns = 0.26
cts.clk_slew.worst_paths_ns = 0.08
clock_sinks = 18
cts_max_level = 1
cts_made_buffers = 3

[power]
total_power_mw = 3.85
ir_drop_v = 0.000814
power_density_mw_per_mm2 = 1760
p_leak_nw = 0.878

[status]
violations = negative setup slack
outcome = complete, but fails checks

[job]
warnings = 35
cap_violations = 0

[worst_hold_path]
hp-class = register to register
==> power breakdown <==
group          switching (mW)  internal [mW]
clock network           0.115          0.119
logic                    1.29           1.60
registers               0.115          0.610
==> metrics by stage <==
stage	setup TNS, ns	utilization, %
6_report	-6.53	42.5
5_1_grt	-7.33	42.5
4_1_cts	-6.08	41.4
3_5_place_dp	-6.63	37.0
3_3_place_gp	-6.39	37.0
2_1_floorplan	-7.11	-
==> worst min-delay path by stage <==
stage                 cells after the start                   to                 from  slack (ns)
after global routing                      2  rx_rdy$_SDFFE_PP0P_  rx_rdy$_SDFFE_PP0P_        0.57
final                                     2  rx_rdy$_SDFFE_PP0P_  rx_rdy$_SDFFE_PP0P_        0.52
after CTS                                 2  rx_rdy$_SDFFE_PP0P_  rx_rdy$_SDFFE_PP0P_        0.52
==> layer usage <==
metal  GRT usage, %  wire, um  share of wire, %  vias to the layer above
li1               -         -                 -                      601
met1           10.8      1640                49                      568
met2           11.5      1460                44                       25
met3           2.50       189               5.7                        5
met4          0.900        38               1.1                        0
met5              0         0                 0                        -
==> Yosys cell counts, types with 2 or more instances <==
| cell type | count |
|---|---|
| edfxtp_1 | 16 |
| ha_1 | 16 |
| nand3_1 | 12 |
| inv_1 | 9 |
| mux2_1 | 8 |
| nand2_1 | 7 |
| nor2_1 | 6 |
| clkbuf_1 | 5 |
| nand4b_1 | 4 |
| a21o_1 | 2 |
| a21oi_1 | 2 |
| a31oi_1 | 2 |
| and3_1 | 2 |
| dfxtp_1 | 2 |
| mux2i_1 | 2 |
| mux4_2 | 2 |
| nand4_1 | 2 |
| nor2b_1 | 2 |
| nor4_1 | 2 |
| o21ai_0 | 2 |
| xnor2_1 | 2 |
| xor2_1 | 2 |
==> cell families (layout without fill, tap and decap cells) <==
group | Yosys count | after routing | share of synthesized area (%)
simple gates | 51 | 51 | 22.4
flops | 18 | 18 | 36.5
fa+ha+maj | 16 | 16 | 14.0
compound gates | 15 | 15 | 7.01
buf+inv | 15 | 67 | 4.03
mux | 12 | 12 | 10.9
xor+xnor | 6 | 6 | 5.17
==> worst min-delay path, delay by kind of cell, from the launching register on <==
| kind | cells | cell delay [ns] |
|---|---|---|
| AND/OR/NAND/NOR | 1 | 0.08 |
| AND-OR/OR-AND | 1 | 0.05 |
| flip-flops | 1 | 0.35 |
==> registers in the layout, indices dropped and copies added, names as in the netlist <==
register  count
rx_bit        4
rx_d          8
rx_rdy        1
tx            1
tx_bit        4
==> layout make-up <==
type | instances | area share (%)
multi-input combinational | 100 | 47.4
sequential | 18 | 23.8
timing repair buffer | 54 | 21.1
tap | 70 | 4.01
clock buffer | 3 | 1.89
inverter | 9 | 1.55
clock inverter | 1 | 0.172
==> timing repair <==
item,4_1_cts,5_1_grt
setup buffers,6,3
endpoints found under the setup margin,8,8
gates resized,24,6
pin swaps,8,0
hold buffers,0,0
Power figures rest on the tool's default switching activity, not on a simulated workload.
